`flow/config.mk`:
```
export PLATFORM = sky130hd
export DESIGN_NAME = reg_dep
export DESIGN_NICKNAME = reg_dep
export VERILOG_FILES = /design/flow/design.v
export SDC_FILE = /design/flow/constraint.sdc
export NUM_CORES = 4
export LEC_CHECK = 1
export CORE_AREA = 10 10 70 70
export DIE_AREA = 0 0 80 80
```
`flow/constraint.sdc`:
```
current_design reg_dep

set clk_period 2.4
set clk_io_pct 0.2

create_clock -name clk0 -period $clk_period

set non_clock_inputs [all_inputs -no_clocks]
set_input_delay [expr $clk_period * $clk_io_pct] -clock clk0 $non_clock_inputs
set_output_delay [expr $clk_period * $clk_io_pct] -clock clk0 [all_outputs]
```
`flow/design.v`:
```
module reg_dep (dep, ro_needed, rm_needed, modrm, v, v_ag_we, v_mr_we, v_ex_we, v_mw_we, ag_rmsel, mr_rmsel, ex_rmsel, mw_rmsel, ag_modrm, mr_modrm, ex_modrm, mw_modrm);
    input wire[0:0] ro_needed, rm_needed, v, v_ag_we, v_mr_we, v_ex_we, v_mw_we, ag_rmsel, mr_rmsel, ex_rmsel, mw_rmsel;
    input wire[7:0] modrm, ag_modrm, mr_modrm, ex_modrm, mw_modrm;
    output wire[0:0] dep;
    wire [2:0] ag_reg, mr_reg, ex_reg, mw_reg, ro, rm;
    wire [0:0] v_ag_ldreg, v_mr_ldreg, v_ex_ldreg, v_mw_ldreg, rm_isreg, ro_dep, rm_dep;
    assign ag_reg = ag_rmsel == 0 ? ag_modrm[5:3] : ag_modrm[2:0];
    assign mr_reg = mr_rmsel == 0 ? mr_modrm[5:3] : mr_modrm[2:0];
    assign ex_reg = ex_rmsel == 0 ? ex_modrm[5:3] : ex_modrm[2:0];
    assign mw_reg = mw_rmsel == 0 ? mw_modrm[5:3] : mw_modrm[2:0];
    assign v_ag_ldreg = v_ag_we == 1 ? (ag_rmsel == 1 ? (ag_modrm[6] & ag_modrm[7]) : 1) : 0;
    assign v_mr_ldreg = v_mr_we == 1 ? (mr_rmsel == 1 ? (mr_modrm[6] & mr_modrm[7]) : 1) : 0;
    assign v_ex_ldreg = v_ex_we == 1 ? (ex_rmsel == 1 ? (ex_modrm[6] & ex_modrm[7]) : 1) : 0;
    assign v_mw_ldreg = v_mw_we == 1 ? (mw_rmsel == 1 ? (mw_modrm[6] & mw_modrm[7]) : 1) : 0;
    assign ro = modrm[5:3];
    assign rm = modrm[2:0];
    assign rm_isreg = !modrm[6] & !modrm[7] & rm[2] & !rm[1] & !rm[0];
    assign ro_dep = v & (((ro == ag_reg) & v_ag_ldreg) || ((ro == mr_reg) & v_mr_ldreg) || ((ro == ex_reg) & v_ex_ldreg) || ((ro == mw_reg) & v_mw_ldreg));   
    assign rm_dep = v & rm_isreg & (((rm == ag_reg) & v_ag_ldreg) || ((rm == mr_reg) & v_mr_ldreg) || ((rm == ex_reg) & v_ex_ldreg) || ((rm == mw_reg) & v_mw_ldreg));
    assign dep = ro_dep | rm_dep;
endmodule
```
`flow/run.sh`:
```
#!/bin/bash
# OpenROAD 26Q1-2900-gdf79404cd8, Yosys 0.63+post, stock flow scripts
make -C /OpenROAD-flow-scripts/flow DESIGN_CONFIG=/design/flow/config.mk WORK_HOME=/design/flow/orfs finish
```
==> flow_summary.yaml <==
# generated from flow reports
worst_setup_path:
  path_buffers: 2
  critPathKind: "in2out"
  setup.worst_path.start_class: "input pin"
  crit_slowest_cell: "clkdlybuf4s50_1"
  cp-end-kind: "output port"
  required_ns: 1.92
  worstPathArrival_ns: 1.86
  slowest_delay_ns: 0.65
  crit_fanout: 5
  crit_family: "buffers and inverters"
  path_cells: "clkdlybuf4s50_1, xnor2_1, o41ai_2, nor3_1, o21ai_1, buf_2"
yosys:
  muxShareOfSynthArea_pct: 25.4
  synth_cell_types: 17
  synth_seq_share_pct: 0
  syn_area_um2: 488
  ys_area_um2: 488
  synth_warnings: 0
  aoi_share_pct: 9.23
  yosys_cells: 63
  xor_share_pct: 43.1
  topCombFamilyByArea: "XOR/XNOR gates"
  syn_inst: 63
  avgSynthCellArea_um2: 7.75
  fa_ha_area_share_pct: 0
  synthTopCellsByArea: "xnor2_1, mux2i_1, xor2_1"
  simple_gate_area_share_pct: 19.7
  top_area_cell: "xnor2_1"
  top_area_share_pct: 32.3
cells_and_area:
  ff_count: 0
  flop_area_um2: 0
  synthToLayoutAreaGrowth_pct: 141
  layout-drive-gt1-share_pct: 22.4
  final_layout_top_logic_cells: "dlymetal6s2s_1, clkdlybuf4s50_1, xnor2_1"
  fin_area_mm2: 0.00117
  lay_top_count: "dlymetal6s2s_1"
  n_fill_cell: 348
  layout.clock_buffers: 0
detailed_routing:
  antennaDiodeCount: 0
  drt-initial-drc-count: 7
  vias: 634
  drc: 0
  postRouteAntennaNets: 0
  viasPerCell: 3.91
  wl_per_cell_um: 13.7
  routed_wl_um: 2220
  first_pass_iters: 4
place:
  port_buffers: 50
  place_congestion: 0.837
  post-dp-hpwl_um: 1930
  placedInstanceArea_mm2: 0.00111
sta:
  hold_violations: 0
  period_minus_slack_ns: 2.34
  timing.slew.headroom_pct: 78.5
  worst_slew_pin_slew_ns: 0.322
  period_used_pct: 97.7
  slew_violations: 0
  max_freq_mhz: 426
  setup_violations: 0
  setup_tns_ns: 0
  hold_ws_ns: 1.63
floorplanning:
  fp-utilization_pct: 14.3
  die_h_um: 80
  ios: 52
  fp.dieArea_mm2: 0.00640
  die-width_um: 80
  rows: 21
  placeableCoreArea_mm2: 0.00342
worst_hold_path:
  min-delay-start: "v[0]"
  min_to: "dep[0]"
  whs_path_depth: 4
  hold_class: "in2out"
global_route:
  grt.busiest_layer: "met2"
  grt_pass1_vias: 701
  met1_usage_pct: 8.55
  grt_pass1_wl_um: 3190
  grt_use_total_pct: 6.09
  antenna_found_initial: 0
  met3_usage_pct: 1.93
  met2_usage_pct: 9.39
  grt_overflow_total: 0
  grt_max_degree: 6
outcome:
  status: "complete, no violations"
pwr:
  leakage_uw: 0.000608
  vdd_drop_max_mv: 0.0526
  power_density_mw_per_mm2: 168
flow_run:
  warnings: 34
  max_cap_violations: 0
cts:
  ctsHoldBuffers: 0
[area by class of cell]
cell class	instances	area [um^2]	area share [%]
timing repair buffer	56	577	49.1
multi-input combinational	60	541	46.0
tap	46	57.6	4.90
[worst min-delay path: cells and delay by family]
family,cells,cell delay [ns]
AND-OR/OR-AND,2,0.14
buffers and inverters,2,0.53
[routing by layer]
metal,vias to the layer above,share of wire [%]
li1,331,-
met1,272,48
met2,31,42
met3,0,9.4
met4,0,0
met5,-,0
[per-stage QoR]
stage,instances,power [uW],setup slack [ns],util (%)
6_report,162,198,0.0552,34.4
5_1_grt,162,214,-0.00944,34.4
4_1_cts,165,199,0.00811,32.6
2_1_floorplan,63,80.6,0.612,-
3_5_place_dp,166,198,-0.647,32.5
3_3_place_gp,166,195,-0.606,32.5
[cell usage after synthesis]
cell type	n
nor4b_1	1
o21ai_1	1
nor3_1	1
clkbuf_1	2
o41ai_1	1
mux2i_1	11
buf_2	1
a21boi_0	1
xor2_1	6
mux2i_2	1
nor4_1	4
o31ai_1	1
nand2_1	10
nand3b_1	1
xnor2_1	18
nand4_1	2
o41ai_2	1
[report_power, final]
group / leakage (uW) / total, uW / switching (uW) / internal, uW
Sequential: 0 / 0 / 0 / 0
Combinational: 0.000608 / 198 / 74.0 / 124
Clock: 0 / 0 / 0 / 0
[repair_timing]
action                                  4_1_cts  5_1_grt
gates cloned                                  0        0
buffers inserted                              0        2
pin swaps                                     5       17
endpoints found under the setup margin        1        1
resized                                      17       36
[cell families (layout without fill, tap and decap cells)]
logic type	count (synthesis)	in the layout
buf+inv	3	56
compound gates	5	5
simple gates	19	19
mux	12	12
xor+xnor	24	24
[how the worst max path moves through the flow]
stage,from,to,slack (ns),depth (start not counted)
CTS,mw_modrm[4],dep[0],0.008,9
global route,modrm[1],dep[0],-0.009,6
finish,modrm[1],dep[0],0.06,6
Power is estimated from default activity; no workload was simulated.
