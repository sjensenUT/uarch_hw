==> design/flow/run.sh <==
#!/bin/bash
# OpenROAD 26Q1-2900-gdf79404cd8, Yosys 0.63+post, stock flow scripts
make -C /OpenROAD-flow-scripts/flow DESIGN_CONFIG=/design/flow/config.mk WORK_HOME=/design/flow/orfs finish
==> design/flow/config.mk <==
export PLATFORM = sky130hd
export DESIGN_NAME = reg_dep_logic
export DESIGN_NICKNAME = reg_dep_logic
export VERILOG_FILES = /design/flow/design.v
export SDC_FILE = /design/flow/constraint.sdc
export NUM_CORES = 4
export LEC_CHECK = 1
export CORE_AREA = 10 10 79 79
export DIE_AREA = 0 0 89 89
==> design/flow/constraint.sdc <==
current_design reg_dep_logic

set clk_period 2.6
set clk_io_pct 0.2

create_clock -name clk0 -period $clk_period

set non_clock_inputs [all_inputs -no_clocks]
set_input_delay [expr $clk_period * $clk_io_pct] -clock clk0 $non_clock_inputs
set_output_delay [expr $clk_period * $clk_io_pct] -clock clk0 [all_outputs]
==> design/flow/design.v <==
module reg_dep_logic (reg_dep, ro_needed, rm_needed, modrm, v, v_ag_we, v_mr_we, v_ex_we, v_mw_we, ag_rmsel, mr_rmsel, ex_rmsel, mw_rmsel, ag_modrm, mr_modrm, ex_modrm, mw_modrm);
    input wire[0:0] ro_needed, rm_needed, v, v_ag_we, v_mr_we, v_ex_we, v_mw_we, ag_rmsel, mr_rmsel, ex_rmsel, mw_rmsel;
    input wire[7:0] modrm, ag_modrm, mr_modrm, ex_modrm, mw_modrm;
    output wire[0:0] reg_dep;
    wire [2:0] ag_reg, mr_reg, ex_reg, mw_reg, ro, rm;
    wire [0:0] v_ag_ldreg, v_mr_ldreg, v_ex_ldreg, v_mw_ldreg, rm_isreg, ro_dep, rm_dep;
    assign ag_reg = ag_rmsel == 0 ? ag_modrm[5:3] : ag_modrm[2:0];
    assign mr_reg = mr_rmsel == 0 ? mr_modrm[5:3] : mr_modrm[2:0];
    assign ex_reg = ex_rmsel == 0 ? ex_modrm[5:3] : ex_modrm[2:0];
    assign mw_reg = mw_rmsel == 0 ? mw_modrm[5:3] : mw_modrm[2:0];
    assign v_ag_ldreg = v_ag_we == 1 ? (ag_rmsel == 1 ? (ag_modrm[6] & ag_modrm[7]) : 1) : 0;
    assign v_mr_ldreg = v_mr_we == 1 ? (mr_rmsel == 1 ? (mr_modrm[6] & mr_modrm[7]) : 1) : 0;
    assign v_ex_ldreg = v_ex_we == 1 ? (ex_rmsel == 1 ? (ex_modrm[6] & ex_modrm[7]) : 1) : 0;
    assign v_mw_ldreg = v_mw_we == 1 ? (mw_rmsel == 1 ? (mw_modrm[6] & mw_modrm[7]) : 1) : 0;
    assign ro = modrm[5:3];
    assign rm = modrm[2:0];
    assign rm_isreg = !(!modrm[6] & !modrm[7] & rm[2] & !rm[1] & !rm[0]);
    assign ro_dep = v & (((ro == ag_reg) & v_ag_ldreg) || ((ro == mr_reg) & v_mr_ldreg) || ((ro == ex_reg) & v_ex_ldreg) || ((ro == mw_reg) & v_mw_ldreg));   
    assign rm_dep = v & rm_isreg & (((rm == ag_reg) & v_ag_ldreg) || ((rm == mr_reg) & v_mr_ldreg) || ((rm == ex_reg) & v_ex_ldreg) || ((rm == mw_reg) & v_mw_ldreg));
    assign reg_dep = ro_dep | rm_dep;
endmodule
==> CHANGELOG.md <==
### Changed

* Result of the run: completed
* FA/HA/MAJ Cells, Area Fraction at 0%
* Wire length reported by the detailed router at 2.22 mm
* Tally of OpenROAD warnings at 34
* Horizontal die dimension at 89 um
* Global placement routability congestion at 0.799
* Synth-to-Final Area Change at 139%
* Max frequency at 412 MHz
* Effective utilization at floorplan at 10.6%
* Post-synthesis cell count from yosys at 61
* Required time at the worst-slack endpoint at 2080 ps
* Area enclosed by the die boundary at 7920 um2
* Count of routing violations after the opening detailed-route iteration at 25
* Slew at the pin closest to its max-slew limit at 278 ps
* Average footprint of a synthesized cell at 8.10 um2
* Yosys warning tally at 0
* Number of standard cells in the final layout excluding fillers at 177
* Post-synth design cell area at 494 um2
* AND-OR/OR-AND share of the synthesized area at 14.4%
* # rows at 25
* Post-synthesis sequential area ratio at 0%
* Number of instances in the synthesized netlist at 61
* Global-route wire length before repair at 3.26 mm
* Average wire per standard cell at 12.5 um
* Number of buffers added for setup after CTS at 0
* Ant diodes at 0
* Logic depth of the worst path, buffers included at 7
* Min-Delay Path Depth at 4
* Vias in the first global route at 713
* Vias per cell at 3.64
* Count of endpoints failing setup in the final report at 0
* Post-Place Setup Slack at -553 ps
* Layout filler cell count at 494
* HPWL after DPL at 2.07 mm
* I/O Buffers at 50
* Simple-gate share of the synthesized area at 13.9%
* Critical-path maximum fanout at 2
* Reg area at 0 um2
* Remaining antenna violation count at 0
* PD cells at 158 nW/um2
* Slowest library cell on the worst path: sky130_fd_sc_hd__clkdlybuf4s50_1
* GRT Overall Usage at 5.12%
* Final worst path period need at 2430 ps
* Largest net degree at the start of global routing at 6
* Count of unique library cells instantiated by Yosys at 15
* Buffer and inverter count on the worst path at 2
* RSZ-0062 raised after global routing: no
* Number of cells after detailed placement at 177
* Remaining global-route overflow at 0
* Yosys stat area at 494 um2
* Crit Path Class: in -> out
* Worst hold path type: in -> out
* Setup slack after layout at 171 ps
* Core Area at 4660 um2
* Hold Fails Final Rpt at 0
* Vias at 645
* Final sum of negative setup slack at 0 ps
* Ratio of cells with drive above 1 in the final layout at 21.1%
* Initial antenna violation count at 0
* Crit-path cells: clkdlybuf4s50_1 > mux2i_2 > xnor2_1 > o41ai_2 > o221ai_1 > nand2_1 > clkbuf_2
* XOR/XNOR Fraction of Synth Area at 42.5%
* Cycle use final at 93.4%
* Kind of launch point of the worst setup path: input pin
* Main logic family: XOR/XNOR gates
* Mux share of post-synthesis cell area at 26.6%
* Max-slew violation count at 0
* Leakage power total at 0.000475 uW
* Largest delay contributor family on the critical path: AND-OR/OR-AND gates
* Flip-flops at 0
* Data arrival at the endpoint of the critical path at 1910 ps
* Max-slew headroom at the worst pin at 80.9%
* Combinational gate area at 508 um2
* DRC viols at 0
* Crit end category: output pin
* Clock buf count at 0
* Number of max-cap violations at 0
* Critical Path Max Stage Delay at 410 ps
* Total I/O pin count at 52
* 1st-pass router iterations at 4
* Die Height at 89 um
* Worst vdd ir at 24.2 uV
[cells in the mapped netlist (all sizes together)]
cell | instances | area [um2]
a21boi | 2 | 15.0
mux2i | 12 | 131
clkbuf | 2 | 8.75
o21ai | 1 | 5.00
or4b | 1 | 10.0
buf | 1 | 3.75
nand2 | 9 | 33.8
xor2 | 12 | 105
o41ai | 4 | 42.6
nand4 | 4 | 25.0
xnor2 | 12 | 105
o221ai | 1 | 8.76
[repair_timing]
item,CTS,global route
endpoints found under the setup margin,1,1
gates resized,15,3
hold buffers,0,0
pin swaps,6,3
[area by class of cell]
| type | instances | share of cell area [%] |
|---|---|---|
| Multi-Input combinational cell | 58 | 43.0 |
| Tap cell | 54 | 5.72 |
| Timing Repair Buffer | 65 | 51.3 |
[layout by cell type (no fill, tap or decap)]
master,synthesis,layout
sky130_fd_sc_hd__mux2i_2,3,8
sky130_fd_sc_hd__xnor2_1,12,12
sky130_fd_sc_hd__dlymetal6s2s_1,0,1
sky130_fd_sc_hd__clkdlybuf4s50_1,0,42
sky130_fd_sc_hd__o221ai_1,1,1
sky130_fd_sc_hd__nand2_1,9,9
sky130_fd_sc_hd__mux2i_1,9,4
sky130_fd_sc_hd__xor2_1,12,12
sky130_fd_sc_hd__a21boi_0,2,2
sky130_fd_sc_hd__nand4_1,4,4
sky130_fd_sc_hd__buf_4,0,15
sky130_fd_sc_hd__o41ai_1,3,2
sky130_fd_sc_hd__or4b_1,1,1
sky130_fd_sc_hd__o41ai_2,1,2
sky130_fd_sc_hd__clkdlybuf4s15_1,0,2
sky130_fd_sc_hd__clkbuf_2,1,1
sky130_fd_sc_hd__dlygate4sd2_1,0,4
sky130_fd_sc_hd__o21ai_0,1,1
[per-stage QoR]
stage / utilization [%] / total power, uW / instance area, um2 / hold WS (ps)
2_1_floorplan: - / 72.0 / 494 / 1110
3_3_place_gp: 24.9 / 187 / 1160 / 2020
3_5_place_dp: 24.9 / 187 / 1160 / 2020
4_1_cts: 25.4 / 191 / 1180 / 1850
5_1_grt: 25.3 / 204 / 1180 / 1770
6_report: 25.3 / 187 / 1180 / 1700
[report_power, final]
group / leakage, uW / internal, uW / switching [uW] / total (uW)
Clock: 0 / 0 / 0 / 0
Combinational: 0.000475 / 123 / 63.8 / 187
Sequential: 0 / 0 / 0 / 0
[metal layers]
metal | up-vias | GRT usage, % | part of all wire (%) | wire length, um
li1 | 345 | - | - | -
met1 | 286 | 5.43 | 34 | 744
met2 | 14 | 10.3 | 58 | 1280
met3 | 0 | 1.38 | 8.5 | 189
met4 | 0 | 0 | 0 | 0
met5 | - | 0 | 0 | 0
[logic make-up (layout without fill, tap and decap cells)]
logic type / Yosys count / after routing
xor+xnor: 24 / 24
simple gates: 14 / 14
mux: 12 / 12
compound gates: 8 / 8
buf+inv: 3 / 65
[final timing paths]
kind,slack (ps),start,end
max,170,mr_modrm[2],reg_dep[0]
min,1700,v[0],reg_dep[0]
No activity file was given, so power comes from the tool's default toggle rates.
