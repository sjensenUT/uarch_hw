### /design/flow/design.v
module dummy_decode (de_re, de_we, ag_vin, de_rmsel, de_alusel, de_dval, de_sval, de_disp, 
    de_flags, de_flag_ld, de_sreg, de_ptr, de_modrm, de_jmp, ro_needed, rm_needed, ld_ag, 
    mem_dep, reg_dep, mr_stall, mw_stall, de_v, instr, clk);
    input wire[0:0] reg_dep, mem_dep, mr_stall, mw_stall, de_v, clk;
    input wire[127:0] instr;
    output wire[0:0] ld_ag, ag_vin;
    output reg[0:0] de_re, de_we, de_rmsel, ro_needed, rm_needed;
    output reg[1:0] de_alusel;
    output reg[2:0] de_jmp;
    output reg[7:0] de_modrm;
    output reg[15:0] de_sreg, de_ptr;
    output reg[31:0] de_dval, de_sval, de_disp, de_flags, de_flag_ld;
    assign ld_ag = !(mem_dep | mr_stall | mw_stall);
    assign ag_vin = de_v & !reg_dep;
    initial 
    begin
        de_re = 1'b0;
        de_we = 1'b0;
        de_rmsel = 1'b0;
        de_alusel = 2'b00;
        de_dval = 32'h00000000;
        de_sval = 32'h00000000;
        de_disp = 32'h00000000;
        de_flags = 32'h00000000;
        de_flag_ld = 32'h00000000;
        de_sreg = 16'h0000;
        de_ptr = 16'h0000;
        de_modrm = 8'b00000000;
        de_jmp = 3'b000;
        ro_needed = 1'b0;
        rm_needed = 1'b0;
    end 
    always @(posedge clk)
    begin
        if(instr == 0)
        begin  
            de_re = 1'b0;
            de_we = 1'b1;
            de_rmsel = 1'b1;
            de_alusel = 2'b11;
            de_dval = 32'h00000000;
            de_sval = 32'h00000001;
            de_disp = 32'h00000001;
            de_flags = 32'h00000000;
            de_flag_ld = 32'h00000000;
            de_sreg = 16'h0001;
            de_ptr = 16'h0001;
            de_modrm = 8'b11000001;
            de_jmp = 3'b000;
            ro_needed = 1'b1;
            rm_needed = 1'b1;
        end
        else if(instr == 1)
        begin    
            de_re = 1'b0;
            de_we = 1'b1;
            de_rmsel = 1'b1;
            de_alusel = 2'b11;
            de_dval = 32'h00000001;
            de_sval = 32'h00000001;
            de_disp = 32'h00000001;
            de_flags = 32'h00000000;
            de_flag_ld = 32'h00000000;
            de_sreg = 16'h0001;
            de_ptr = 16'h0001;
            de_modrm = 8'b11000001;
            de_jmp = 3'b000;
            ro_needed = 1'b1;
            rm_needed = 1'b1; 
        end
        else
        begin
            de_re = 1'b0;
            de_we = 1'b0;
            de_rmsel = 1'b0;
            de_alusel = 2'b00;
            de_dval = 32'h00000000;
            de_sval = 32'h00000000;
            de_disp = 32'h00000000;
            de_flags = 32'h00000000;
            de_flag_ld = 32'h00000000;
            de_sreg = 16'h0000;
            de_ptr = 16'h0000;
            de_modrm = 8'b00000000;
            de_jmp = 3'b000;
            ro_needed = 1'b0;
            rm_needed = 1'b0; 
        end
    end
endmodule
### /design/flow/run.sh
#!/bin/bash
# OpenROAD 26Q1-2900-gdf79404cd8, Yosys 0.63+post, stock flow scripts
make -C /OpenROAD-flow-scripts/flow DESIGN_CONFIG=/design/flow/config.mk WORK_HOME=/design/flow/orfs finish
### /design/flow/config.mk
export PLATFORM = sky130hd
export DESIGN_NAME = dummy_decode
export DESIGN_NICKNAME = dummy_decode
export VERILOG_FILES = /design/flow/design.v
export SDC_FILE = /design/flow/constraint.sdc
export NUM_CORES = 4
export LEC_CHECK = 1
export CORE_AREA = 10 10 140 140
export DIE_AREA = 0 0 150 150
### /design/flow/constraint.sdc
current_design dummy_decode

set clk_period 2.1
set clk_io_pct 0.2

create_clock -name clk0 -period $clk_period [get_ports {clk}]

set non_clock_inputs [all_inputs -no_clocks]
set_input_delay [expr $clk_period * $clk_io_pct] -clock clk0 $non_clock_inputs
set_output_delay [expr $clk_period * $clk_io_pct] -clock clk0 [all_outputs]
==> impl_table.tex <==
% Generated from flow reports
\begin{tabular}{lr}
\hline
Metric & Value \\
\hline
\multicolumn{2}{l}{\textbf{Layout}} \\
Number of fill cells in the layout & 1,864 \\
Fraction of layout cells with a size suffix above 1 & 0.0422 \\
Growth of design area from synthesis to finish & 58.4\% \\
Final core area utilization & 0.183 \\
\multicolumn{2}{l}{\textbf{Place}} \\
Setup slack at placement & -0.428 ns \\
Final weighted congestion of routability-driven global placement & 0.840 \\
Quantity of I/O buffers inserted on ports & 149 \\
Estimated wirelength of the detail-placed design & 7.67 mm \\
\multicolumn{2}{l}{\textbf{GRT}} \\
Global-route wire length before repair & 10.0 mm \\
Most Used Layer, Global Route & met2 \\
Initial antenna violation count & 1 \\
Overflow left after global routing & 0 \\
Global routing usage on met2 & 0.102 \\
GRT met1 Usage & 0.0622 \\
Largest net degree at the start of global routing & 14 \\
Global-route usage over all layers & 0.0554 \\
Met3 global-route usage & 0.0212 \\
Vias in the first global route & 1,934 \\
\multicolumn{2}{l}{\textbf{Detailed routing}} \\
Number of detailed-route iterations in the first pass & 4 \\
ANT nets after route & 0 \\
Total DRC errors in the routed layout & 0 \\
Vias after detailed routing & 1,601 \\
Routed length per instance & 12.7 µm \\
Number of DRC markers after the initial detailed-route iteration & 13 \\
Avg Vias per Cell & 2.57 \\
Total length of routed wires & 7.89 mm \\
Ant. Diodes & 0 \\
\multicolumn{2}{l}{\textbf{Critical path}} \\
Cell chain of the critical path & clkdlybuf4s50\_1 -> nor4\_2 -> nand4\_1 -> or4\_4 -> and4bb\_2 \\
Cell with the biggest individual delay on the critical path & sky130\_fd\_sc\_hd\_\_or4\_4 \\
Worst Path Max Fanout & 2 \\
Critical Setup Path Class & in2reg \\
Arrival time at the worst endpoint & 2.15 ns \\
Startpoint Class & input pin \\
Worst stage delay on the critical path & 0.58 ns \\
Required time of the critical path & 2.25 ns \\
Critical Path End Type & flop \\
\multicolumn{2}{l}{\textbf{Final timing}} \\
Cycle use final & 0.952 \\
Post-route setup TNS & 0 ns \\
Final tally of max-slew violations & 0 \\
Number of failing setup endpoints in the final timing report & 0 \\
Post-layout worst setup margin & 0.101 ns \\
Unrepaired setup endpoints after global routing & no \\
Time the final worst path needs with I/O delays and setup & 2.00 ns \\
Maximum achievable frequency & 500 MHz \\
Final Hold Vio Count & 0 \\
\multicolumn{2}{l}{\textbf{Clock tree}} \\
Number of buffers inserted to repair setup after CTS & 0 \\
TritonCTS Sinks & 2 \\
H-tree level count & 1 \\
Maximum count of clock buffers along a single path & 2 \\
TritonCTS Buffers & 3 \\
Hold buffer count at CTS & 0 \\
Clock input transition at the sequential cells of the worst setup and hold paths & 0.03 ns \\
Clock root cell & sky130\_fd\_sc\_hd\_\_clkbuf\_16 \\
Clock tree from TritonCTS & done \\
\multicolumn{2}{l}{\textbf{Run}} \\
Tool Warnings & 43 \\
Max-cap violation count & 0 \\
\multicolumn{2}{l}{\textbf{Outcome}} \\
Outcome & finished clean \\
\multicolumn{2}{l}{\textbf{Floorplanning}} \\
Number of top-level design ports & 346 \\
Total die size & 0.0225 mm² \\
Die extent in x & 150 µm \\
Cell row count & 47 \\
Area of the core & 0.0166 mm² \\
DIE HEIGHT & 150 µm \\
Floorplan utilization & 0.115 \\
\multicolumn{2}{l}{\textbf{Logic synthesis}} \\
Number of warnings reported in the yosys synthesis log & 1 \\
AND-OR/OR-AND share of the synthesized area & 0 \\
Total cells reported by yosys after synthesis & 261 \\
Number of flip-flops and latches in the synthesized netlist & 2 \\
Simple-gate share of the synthesized area & 0.158 \\
Multiplexer area fraction after synthesis & 0 \\
Number of library cell types mapped by synthesis & 12 \\
Average size of a mapped cell & 7.33 µm² \\
Post-synthesis sequential area ratio & 0.0209 \\
XORs/XNORs by Area & 0 \\
Count of mapped cells out of synthesis & 261 \\
Synthesis area per yosys & 0.00191 mm² \\
Post-synth design cell area & 0.00191 mm² \\
Main logic family after synthesis & buffers and inverters \\
FA/HA/MAJ Cells, Area Fraction & 0 \\
\multicolumn{2}{l}{\textbf{Power}} \\
Static leakage & 1.43 nW \\
Post-layout total power & 0.610 mW \\
Largest voltage drop on the vdd net & 164 µV \\
Power per cell area & 201 mW/mm² \\
\multicolumn{2}{l}{\textbf{Hold path}} \\
Type of the tightest min-delay check & in2reg \\
Worst Hold Depth & 5 \\
\hline
\end{tabular}
-- area by class of cell --
| class | instances | area, µm² | share of cell area |
|---|---|---|---|
| clock buffers | 3 | 75.1 | 0.0248 |
| inverters | 1 | 3.75 | 0.00124 |
| multi-input cells | 245 | 1090 | 0.361 |
| flip-flops and latches | 2 | 40.0 | 0.0132 |
| well taps | 220 | 275 | 0.0909 |
| repair buffers | 152 | 1540 | 0.509 |
-- cells in the mapped netlist, drive strengths merged --
| cell type | n | area (µm²) |
|---|---|---|
| buf | 208 | 1560 |
| nor4 | 31 | 194 |
| nand4 | 6 | 37.5 |
| nand2 | 4 | 15.0 |
| nor3 | 4 | 20.0 |
| dfxtp | 2 | 40.0 |
| and3b | 1 | 10.0 |
| and4bb | 1 | 12.5 |
| conb | 1 | 3.75 |
| inv | 1 | 3.75 |
| nor2b | 1 | 6.26 |
| or4 | 1 | 7.51 |
-- state kept, by name (all words and copies together) (netlist names) --
| register | count |
|---|---|
| de_alusel | 1 |
| de_dval | 1 |
-- through the flow --
| step | instance area (µm²) | hold WS (ns) | cells |
|---|---|---|---|
| global route | 3030 | 0.914 | 623 |
| CTS | 2980 | 0.958 | 623 |
| finish | 3030 | 0.872 | 623 |
| floorplan | 2640 | 0.678 | 456 |
| detailed placement | 2870 | 1.15 | 620 |
| global placement | 2870 | 1.15 | 620 |
-- repair_timing --
action / 4_1_cts / 5_1_grt
gates resized: 6 / 14
pin swaps: 3 / 7
setup endpoints to repair: 2 / 3
cloned: 0 / 0
-- logic make-up after synthesis --
kind of cell | Yosys count
other | 1
buffers and inverters | 209
flip-flops | 2
AND/OR/NAND/NOR | 49
-- final timing paths --
path	slack (ns)	start	to
max	0.10	instr[71]	de_dval[0]$_SDFF_PN0_
min	0.87	instr[102]	de_alusel[0]$_SDFF_PN1_
-- power by group --
group	switching [mW]	internal, mW	total [mW]	leakage (nW)
logic	0.0753	0.225	0.300	1.38
clock network	0.0302	0.241	0.271	0.0370
registers	0	0.0383	0.0383	0.0161
-- cell usage in the layout (no fill, tap or decap) --
cell	instances
sky130_fd_sc_hd__clkdlybuf4s50_1	138
sky130_fd_sc_hd__nand4_1	6
sky130_fd_sc_hd__nor2b_1	1
sky130_fd_sc_hd__dfxtp_1	2
sky130_fd_sc_hd__nor4_1	23
sky130_fd_sc_hd__nand2_1	4
sky130_fd_sc_hd__and4bb_2	1
sky130_fd_sc_hd__and3b_2	1
sky130_fd_sc_hd__or4_4	1
sky130_fd_sc_hd__dlymetal6s2s_1	11
sky130_fd_sc_hd__inv_1	1
sky130_fd_sc_hd__clkbuf_16	3
sky130_fd_sc_hd__buf_4	3
sky130_fd_sc_hd__nor3_1	4
sky130_fd_sc_hd__nor4_2	8
sky130_fd_sc_hd__conb_1	196
-- per-layer routing --
| metal | part of all wire | vias to the layer above | wire [µm] |
|---|---|---|---|
| li1 | - | 745 | - |
| met1 | 0.36 | 680 | 2870 |
| met2 | 0.51 | 176 | 4040 |
| met3 | 0.12 | 0 | 978 |
| met4 | 0 | 0 | 0 |
| met5 | 0 | - | 0 |
-- critical path: cells and delay by family --
kind	cells	cell delay, ns
buffers and inverters	1	0.41
AND/OR/NAND/NOR	4	1.31
No activity file was given, so power comes from the tool's default toggle rates.
